==> design.v <==
`timescale 1ns / 100ps
module mf_disp_cmd_reg_top(
   input  wire         sys_clk,  
   input  wire         resetn,
   input  wire         cmd_wr_vld,
   input  wire  [7:0]  cmd_wr_addr,
   input  wire  [31:0] cmd_wr_data,
   output wire         cmd_intf_enabled,  
   output wire         cmd_intf_pix_dm,   
   output wire         cmd_intf_tm,       
   output wire         cmd_intf_frame_switch,  
   output wire         cmd_intf_frame_restrt  
 );
wire [9:0] ctl_wren_dec;
reg  [2:0] ctl_reg_0;
assign ctl_wren_dec[9:0] = {10{cmd_wr_vld}} & (10'b1 << (cmd_wr_addr[7:0] >> 2));
always @(posedge sys_clk, negedge resetn) begin
   if( ~resetn ) begin  
      ctl_reg_0 <= 3'b0;   
   end
   else begin
      if( ctl_wren_dec[0] ) begin
         ctl_reg_0 <= cmd_wr_data[2:0];  
      end
   end
end 
 assign cmd_intf_enabled = ctl_reg_0[0];   
 assign cmd_intf_pix_dm  = ctl_reg_0[1];   
 assign cmd_intf_tm      = ctl_reg_0[2];   
assign cmd_intf_frame_switch = ctl_wren_dec[1] & cmd_wr_data[0];
assign cmd_intf_frame_restrt = ctl_wren_dec[1] & cmd_wr_data[1];
endmodule
==> run.sh <==
#!/bin/bash
# OpenROAD 26Q1-2900-gdf79404cd8, Yosys 0.63+post, stock flow scripts
make -C /OpenROAD-flow-scripts/flow DESIGN_CONFIG=/design/flow/config.mk WORK_HOME=/design/flow/orfs finish
==> config.mk <==
export PLATFORM = sky130hd
export DESIGN_NAME = mf_disp_cmd_reg_top
export DESIGN_NICKNAME = mf_disp_cmd_reg_top
export VERILOG_FILES = /design/flow/design.v
export SDC_FILE = /design/flow/constraint.sdc
export NUM_CORES = 4
export LEC_CHECK = 1
export CORE_AREA = 10 10 70 70
export DIE_AREA = 0 0 80 80
==> constraint.sdc <==
current_design mf_disp_cmd_reg_top

set clk_period 2.6
set clk_io_pct 0.2

create_clock -name clk0 -period $clk_period [get_ports {sys_clk}]

set non_clock_inputs [all_inputs -no_clocks]
set_input_delay [expr $clk_period * $clk_io_pct] -clock clk0 $non_clock_inputs
set_output_delay [expr $clk_period * $clk_io_pct] -clock clk0 [all_outputs]
==> job_summary.md <==
### Flow metrics

| Metric | Value |
|---|---|
| Status | `finished clean` |
| Mapped cell area | `between 150 and 200 um2` |
| Crit share post-route | `94.8%` |
| Clock transition at the registers of the reported paths | `0.04 ns` |
| Placed cell areas | `~380 um2` |
| Final Max Tran Viols | `0` |
| Slew margin rel. | `between 90% and 100%` |
| Via/cell ratio | `2.25` |
| Core Region | `3420 um2` |
| Total gr overflow | `0` |
| Worst setup EP type | `output pin` |
| Fp util | `roughly 4.7%` |
| Initial drt markers | `2` |
| Worst path cell trace | `clkdlybuf4s50_1 -> or4b_4 -> nor3_2 -> and3_1 -> dlygate4sd2_1` |
| Biggest regs | `ctl_reg_0: 3 flops` |
| Root Driver | `clkbuf_4` |
| Avg Cell Area, Syn | `14.4 um2` |
| Remaining antenna violation count after routing | `0` |
| Clock Path Buffers | `2` |
| Vias in the first global route | `approximately 230` |
| Unrepaired setup endpoints after global routing | `false` |
| CP max-delay cell | `or4b_4` |
| CTS buffer count | `3` |
| Pwr Density | `438 nW/um2` |
| Chip Area | `6400 um2` |
| Non-filler instance count after layout | `just under 80` |
| Crit path buf inv count | `2` |
| Slew @ Worst Pin | `0.130 ns` |
| DR WL/cell | `8.29 um` |
| Post-synth top area cell | `dfrtp_1` |
| Die span in y | `80 um` |
| Drt pass-1 iters | `2` |
| Pin count of the biggest net entering global routing | `4` |
| Gpl congestion | `0.659` |
| FFs w/ async S/R, synth | `100%` |
| Final WL | `638 um` |
| Fmax | `406 MHz` |
| Worst vdd ir | `0.000105 V` |
| Final WS setup | `0.136 ns` |
| Worst EP arrival | `between 1.5 and 2 ns` |
| Num Clock Sinks | `3` |
| Placement Setup Slack | `-0.189 ns` |
| H-Tree Depth | `1` |
| Cell count in the Yosys report | `11` |
| Dominant flop cell | `dfrtp_1` |
| Worst Hold Class | `in -> async` |
| Tmin final | `around 2.5 ns` |
| Top cells by count | `dfrtp_1 (3), mux2_4 (3), and3_1 (2)` |
| Yosys chip area | `159 um2` |
| Port Buffers | `16` |
| Log Warnings | `56` |
| DRC viols | `0` |
| CP peak stage delay | `roughly 0.54 ns` |
| Area share, top type | `between 40% and 50%` |
| Post-synth EDFFs | `0` |
| Sequential fraction of the synthesis area | `47.2%` |
| Synth flops | `3` |
| Ports | `48` |
| Area Growth Syn to Fin | `157%` |
| Largest Register | `ctl_reg_0` |
| Number of setup violations in the final report | `0` |
| Pleak | `0.174 nW` |
| Hold Vio Cnt, Final | `0` |
| Late-Pin Clk Latency | `about 0.23 ns` |
| Top cells by area | `dfrtp_1 (47%), mux2_4 (28%), and3_1 (7.9%)` |
| Setup CP Type | `in -> out` |
| Via count | `173` |
| Number of max-cap violations | `0` |
| # rows | `21` |
| Share of layout cells above drive strength 1 | `between 20% and 30%` |
| Top Family by Delay on Critical Path | `simple AND/OR/NAND/NOR gates` |
| Worst Setup Start Kind | `input pin` |
| First-pass GRT wire length | `959 um` |
| Cell Type Count | `6` |
| Die W | `80 um` |
| TritonCTS clock tree | `yes` |
| Placed insts | `between 70 and 80` |
| R2R setup slack | `1.85 ns` |
| Yosys warns | `1` |
| Cell count after synthesis | `11` |
| Final instance area | `409 um2` |
| Antenna fix cells | `0` |
| Crit path max fanout | `2` |
| Antenna violations before repair | `0` |
| Required @ worst endpoint | `~2.1 ns` |
| Clk_skew | `0 ns` |
| Max reg flops | `3` |
| Util after Layout | `12.0%` |
| Cts hold-fix bufs | `0` |
| GRT Util Overall | `2.04%` |
==> power by group <==
part	internal (W)	switching [W]
clock network	0.0000575	0.0000233
logic	0.0000333	0.00000853
registers	0.0000531	0.00000368
==> layer usage <==
layer / vias to the layer above / track usage [%] / wire [um] / share of wire [%]
li1: 85 / - / - / -
met2: 17 / 1.44 / 155 / 24
met3: 0 / 2.73 / 146 / 23
met4: 0 / 0.528 / 0 / 0
met5: - / 0 / 0 / 0
met1: 71 / 2.86 / 336 / 53
==> final cells by class <==
class	count	area, um2
multi-input cells	8	92.6
fillers	399	3010
flip-flops and latches	3	75.1
well taps	46	57.6
clock buffers	4	26.3
repair buffers	16	158
==> path summary, 6_finish.rpt <==
check / start / to / cells past startpoint
worst max-delay path: cmd_wr_addr[5] / cmd_intf_frame_switch / 5
worst min register to register: ctl_reg_0[1]$_DFFE_PN0P_ / ctl_reg_0[1]$_DFFE_PN0P_ / 1
worst max register to register: ctl_reg_0[0]$_DFFE_PN0P_ / ctl_reg_0[0]$_DFFE_PN0P_ / 1
max in group asynchronous: resetn / ctl_reg_0[1]$_DFFE_PN0P_ / 1
min in group clk0: ctl_reg_0[1]$_DFFE_PN0P_ / ctl_reg_0[1]$_DFFE_PN0P_ / 1
worst min-delay path: resetn / ctl_reg_0[2]$_DFFE_PN0P_ / 1
==> cells by family after synthesis <==
| kind of cell | share of synthesized area (%) |
|---|---|
| flops | 47.2 |
| mux | 28.3 |
| simple gates | 24.4 |
==> layout by cell type (no fill, tap or decap), drive strengths merged <==
cell type,count
and3,2
clkbuf,4
clkdlybuf4s50,14
dfrtp,3
dlygate4sd2,2
mux2,3
nor3,1
or4,1
or4b,1
==> through the flow <==
stage	setup TNS, ns	total power, W	hold WS (ns)
after floorplan	0	0.0000645	0.224
after global placement	-0.336	0.0000977	0.505
after detailed placement	-0.367	0.0000987	0.508
after CTS	0	0.000186	0.460
after global routing	0	0.000192	0.475
final	0	0.000179	0.469
==> timing repair <==
action,in CTS,in global routing
endpoints found under the setup margin,2,0
buffers inserted,0,0
gates resized,4,0
Power is estimated from default activity; no workload was simulated.
