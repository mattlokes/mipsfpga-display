==> flow/design.v <==
`timescale 1ns / 100ps
module mf_disp_addr_dec(
   input  wire [15:0]    sys_wr_addr,
   input  wire           sys_wr_vld,
   output wire           fb_wr_vld,
   output wire [15:0]    fb_wr_addr,                 
   output wire           pal_wr_vld,
   output wire [15:0]    pal_wr_addr,        
   output wire           cmd_wr_vld,
   output wire [15:0]    cmd_wr_addr
);
wire fb_addr_c;
wire pal_addr_c;
wire cmd_addr_c;
assign fb_wr_vld   = sys_wr_vld & (sys_wr_addr >= 16'h0000) & (sys_wr_addr < 16'hFA00);
assign fb_wr_addr  = sys_wr_addr[15:0];  
assign pal_wr_vld  = sys_wr_vld & (sys_wr_addr >= 16'hFA00) & (sys_wr_addr < 16'hFE00);
assign {pal_addr_c, pal_wr_addr} = {1'b0,sys_wr_addr[15:0]} - {1'b0,16'hFA00};
assign cmd_wr_vld  = sys_wr_vld & (sys_wr_addr >= 16'hFE00) & (sys_wr_addr < 16'hFE3F);
assign {cmd_addr_c, cmd_wr_addr} = {1'b0,sys_wr_addr[15:0]} - {1'b0,16'hFE00};
endmodule
==> flow/run.sh <==
#!/bin/bash
# OpenROAD 26Q1-2900-gdf79404cd8, Yosys 0.63+post, stock flow scripts
make -C /OpenROAD-flow-scripts/flow DESIGN_CONFIG=/design/flow/config.mk WORK_HOME=/design/flow/orfs finish
==> flow/config.mk <==
export PLATFORM = sky130hd
export DESIGN_NAME = mf_disp_addr_dec
export DESIGN_NICKNAME = mf_disp_addr_dec
export VERILOG_FILES = /design/flow/design.v
export SDC_FILE = /design/flow/constraint.sdc
export NUM_CORES = 4
export LEC_CHECK = 1
export CORE_AREA = 10 10 70 70
export DIE_AREA = 0 0 80 80
==> flow/constraint.sdc <==
current_design mf_disp_addr_dec

set clk_period 1.4
set clk_io_pct 0.2

create_clock -name clk0 -period $clk_period

set non_clock_inputs [all_inputs -no_clocks]
set_input_delay [expr $clk_period * $clk_io_pct] -clock clk0 $non_clock_inputs
set_output_delay [expr $clk_period * $clk_io_pct] -clock clk0 [all_outputs]
==> out/metrics.cfg <==
[cells_and_area]
ff_count=0
fillers=343
mi_logic_area_um2=435
ff_latch_area_um2=0
drive_gt1_share_pct=58.9
syn_to_final_growth_pct=148
final_util_pct=41.3
fin_area_um2=1410
clkbuf_count=0

[sta]
final.period_utilization_pct=107
rsz0062_at_grt=true
setup_violations=5
hold_viol_final=0
finalMaxSlewViolations=0
max_slew_margin_pct=83.1
min_period_ns=1.50
worst_slew_pin_slew_ns=0.252
max_freq_mhz=667
setup_ws_ns=-0.0981

[grt]
antenna_found_initial=0
grt_pass1_wl_mm=3.69
grtUsageTotal_pct=6.95
grt_pass1_vias=745
grt_max_degree=8
grt_overflow_total=0

[yosys]
synth.top_cell.area_share_pct=50.2
ys_cells=78
syn_area_um2=568
synthTopCellsByArea=buf_4, xnor2_1, xor2_1
netlist.top_cell.by_area=buf_4
yosys_area_um2=568
synthesis.instances=78
synth-warning-count=0
ys_seq_share_pct=0
yosysUniqueCellTypes=19
syn_avg_cell_area_um2=7.28

[place]
place_area_um2=1180
gp_congestion=0.744
dp_hpwl_mm=2.03
portBuffers=68

[drt]
viasPerCell=3.67
first_iter_violations=0
num_antenna_cells=0
post-route-drc-count=0
wl_per_cell_um=13.3
postRouteAntennaNets=0
first_pass_iters=1
wl_met1_um=933
highest_layer=met3
vias=687
wl_met2_mm=1.29
route.met3.wl_um=269
routed_wl_mm=2.49

[floorplanning]
dieHeight_um=80
die_x_um=80
rows=21
ios=68
chip_area_um2=6400
fp_util_pct=16.6
coreArea_um2=3420

[flow_run]
max_cap_violations=0
tool_warnings=36

[critical_path]
path_cells=buf_8, buf_6, buf_6, o21a_4, buf_6, a31oi_4, nor3_2, buf_2
worstPathMaxFanout=4
worst_path_largest_cell_delay_ns=0.21
critPathRequiredTime_ns=1.12
slowest_stage=o21a_4
critPathCaptureType=primary output
worstPathArrival_ns=1.22
cpMostUsedCell=buf_6
path_class=in2out
cp-start-kind=primary input

[status]
status=complete, but fails checks
violations=negative setup slack

[pwr]
power_leakage_uw=0.000640
total_power_uw=374
p_per_area_nw_per_um2=265
irDropWorstVdd_v=0.0000742

[cts]
cts_hold_buf=0

[min_path]
hold_path_class=in2out
min_delay_path_depth=4

## placed cells by master (no fill, tap or decap), drive strengths merged, types with 2 or more instances in the layout
cell type and instances:
buf 50, clkbuf 7, clkdlybuf4s15 3, clkdlybuf4s50 35, dlygate4sd2 4, dlymetal6s2s 2, ha 3, inv 4
nand2 3, nand3 3, nor2 4, nor3 3, nor4b 2, xnor2 5, xor2 5
## cells in the mapped netlist (3+ instances only)
library cell / count
buf_4: 38
ha_1: 3
inv_1: 4
nand2_1: 3
nand3_1: 3
nor2_1: 4
nor3_1: 3
xnor2_1: 5
xor2_1: 5
## power breakdown
part | internal (µW) | total [µW] | switching, µW
clock | 0 | 0 | 0
combinational | 255 | 374 | 119
sequential | 0 | 0 | 0
## cell families after synthesis
| logic type | share of synthesized area (%) |
|---|---|
| AND/OR/NAND/NOR | 19.2 |
| buffers and inverters | 52.9 |
| adder cells (fa/ha/maj) | 6.61 |
| AND-OR/OR-AND | 5.95 |
| XOR/XNOR | 15.4 |
## path summary, 6_finish.rpt
check               to  slack [ns]            start
max         pal_wr_vld        -0.1   sys_wr_addr[9]
min    cmd_wr_addr[15]        0.90  sys_wr_addr[15]
## layout make-up
cell class / count / share of cell area, %
inverters: 4 / 1.42
multi-input cells: 36 / 30.9
well taps: 46 / 4.08
repair buffers: 101 / 63.7
## stage by stage
stage | setup slack (ns) | hold WS [ns] | cells | TNS (ns)
after floorplan | 0.253 | 0.587 | 78 | 0
after global placement | -0.892 | 1.44 | 175 | -20.19
after detailed placement | -0.916 | 1.46 | 175 | -20.36
after CTS | -0.125 | 0.928 | 182 | -0.231
after global routing | -0.138 | 0.930 | 187 | -0.680
final | -0.0981 | 0.901 | 187 | -0.205
## layer usage
layer,global-route usage (%),vias up
met1,8.05,312
met2,12.6,30
met4,0,0
met3,2.50,0
li1,-,345
met5,0,-
## timing repair
item,CTS,global route
pin swaps,20,20
resized,111,37
endpoints found under the setup margin,51,20
setup buffers,8,5
## critical path, delay by kind of cell
| family | cells | cell delay (ns) |
|---|---|---|
| AOI/OAI and AO/OA | 2 | 0.34 |
| buffers and inverters | 5 | 0.55 |
| and+or+nand+nor | 1 | 0.05 |
Power figures rest on the tool's default switching activity, not on a simulated workload.
