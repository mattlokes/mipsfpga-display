`config.mk`:
```
export PLATFORM = sky130hd
export DESIGN_NAME = mf_disp_intf_vga_top
export DESIGN_NICKNAME = mf_disp_intf_vga_top
export VERILOG_FILES = /design/flow/design.v
export SDC_FILE = /design/flow/constraint.sdc
export NUM_CORES = 4
export LEC_CHECK = 1
export CORE_UTILIZATION = 30
```
`constraint.sdc`:
```
current_design mf_disp_intf_vga_top

set clk_period 6.5
set clk_io_pct 0.2

create_clock -name clk0 -period $clk_period [get_ports {vga_clk}]

set non_clock_inputs [all_inputs -no_clocks]
set_input_delay [expr $clk_period * $clk_io_pct] -clock clk0 $non_clock_inputs
set_output_delay [expr $clk_period * $clk_io_pct] -clock clk0 [all_outputs]
```
`design.v`:
```
`timescale 1ns / 100ps
module mf_disp_intf_vga_top(
   input wire vga_clk,
   input wire resetn,
   input  wire         intf_mode_enabled,  
   input  wire         intf_mode_pix_double,   
   input  wire         intf_mode_test,       
   output reg          intf_frame_sel,
   input  wire         intf_frame_switch,  
   input  wire         intf_frame_restrt,  
   output  wire        intf_pix_rd_vld,
   output  wire [15:0] intf_pix_rd_addr,
   input   wire [5:0]  intf_pix_rd_rdata,
   input   wire [5:0]  intf_pix_rd_gdata,
   input   wire [5:0]  intf_pix_rd_bdata,
   output  wire        VGA_hsync,
   output  wire        VGA_vsync,
   output  wire [3:0]  VGA_red,
   output  wire [3:0]  VGA_green,
   output  wire [3:0]  VGA_blue
 );
 reg [9:0] frame_x_ptr;
 reg [9:0] frame_y_ptr;
 reg        frame_switch_pending;
 reg [16:0] mapped_frame_ptr;
 wire       filler;
 wire      test_mode;
 reg [5:0] test_mode_rdata;
 reg [5:0] test_mode_gdata;
 reg [5:0] test_mode_bdata;
 reg [9:0] h_count;
 reg [9:0] v_count;
 wire h_data;
 wire h_front;
 wire h_sync;
 wire h_back;
 wire h_end;
 reg [5:1] h_sync_dly;
 wire v_data;
 wire v_front;
 wire v_sync;
 wire v_back;
 wire v_end;
 reg [5:1] v_sync_dly;
always @(posedge vga_clk, negedge resetn) begin: sync_pulse_timing_logic
   if( ~resetn ) begin
      h_count <= 10'b0;
      v_count <= 10'b0;
   end
   else begin
      if( ~intf_mode_enabled ) begin  
         h_count <= 10'b0;
         v_count <= 10'b0;
      end
      else begin
         if(( h_count >= 10'd799 ) && (v_count >= 10'd524)) begin  
            v_count <= 10'b0;
            h_count <= 10'b0;
         end
         else begin
            if ( h_count >= 10'd799) begin
               h_count <= 10'b0;        
               v_count <= v_count + 1;  
            end
            else begin
               h_count <= h_count + 1'b1;
            end
         end
      end
   end
end
assign h_data  = ( h_count >= 0  ) && ( h_count < 640 );
assign h_front = ( h_count >= 640) && ( h_count < 656 );
assign h_sync  = ( h_count >= 656) && ( h_count < 752 );
assign h_back  = ( h_count >= 752) && ( h_count < 800 );
assign h_end   = ( h_count == 799);
assign v_data  = ( v_count >= 0  ) && ( v_count < 480 );
assign v_front = ( v_count >= 480) && ( v_count < 490 );
assign v_sync  = ( v_count >= 490) && ( v_count < 492 );
assign v_back  = ( v_count >= 492) && ( v_count < 525 );
assign v_end = (h_count == 799) && (v_count == 524);
always @(posedge vga_clk, negedge resetn) begin : pixel_pointer_logic
   if( ~resetn ) begin
      frame_x_ptr[9:0] <= 10'b0;
      frame_y_ptr[9:0] <= 10'b0;
   end
   else begin
      if( ~intf_mode_enabled ) begin  
         frame_x_ptr <= 10'b0;
         frame_y_ptr <= 10'b0;
      end
      else begin
         if( h_end & v_end ) begin  
            frame_x_ptr <= 10'b0;
            frame_y_ptr <= 10'b0;
         end
         else if( h_end & v_data ) begin  
            frame_x_ptr <= 10'b0;
            frame_y_ptr <= frame_y_ptr + 1'b1;
         end
         else if( h_data ) begin 
            frame_x_ptr <= frame_x_ptr + 1'b1;
         end
      end
   end
end
always @(posedge vga_clk, negedge resetn) begin : resolution_map_pointer_logic
   if( ~resetn ) begin
      mapped_frame_ptr[16:0] <= 14'b0;
   end
   else begin
      if ( ~intf_mode_enabled | (v_end & h_end) ) begin  
         mapped_frame_ptr[16:0] <= 14'b0;
      end
      else begin
         if ( ~filler ) begin  
            if ( ~intf_mode_pix_double ) begin  
               mapped_frame_ptr[16:0] <= mapped_frame_ptr + 1'b1;
            end
            else begin                          
               if (frame_x_ptr[0]) mapped_frame_ptr[16:0] <= mapped_frame_ptr + 1'b1;   
               if (frame_y_ptr[0] && (frame_x_ptr>=10'd640) ) mapped_frame_ptr[16:0] <= mapped_frame_ptr - 17'd321;   
            end
         end
      end
   end
end
assign filler =  
                  (~intf_mode_pix_double & ( frame_x_ptr >=320)) |       
                  (~intf_mode_pix_double & ( frame_y_ptr >=200)) ;       
assign test_mode = intf_mode_test; 
always @(*) begin  
   if     ( mapped_frame_ptr < 17'd21333 ) begin  
      test_mode_rdata[5:0] = 6'h3f;
      test_mode_gdata[5:0] = 6'h0;
      test_mode_bdata[5:0] = 6'h0;
   end
   else if( mapped_frame_ptr < 17'd42666 ) begin  
      test_mode_rdata[5:0] = 6'h0;
      test_mode_gdata[5:0] = 6'h3f;
      test_mode_bdata[5:0] = 6'h0;
   end      
   else begin                                     
      test_mode_rdata[5:0] = 6'h0;
      test_mode_gdata[5:0] = 6'h0;
      test_mode_bdata[5:0] = 6'h3f;
   end
end
 always @(posedge vga_clk, negedge resetn) begin : flop_framebuffer_frame_sel_and_switch_pending
    if ( ~resetn ) begin
       intf_frame_sel <= 1'b0;
       frame_switch_pending <= 1'b0;
    end
    else begin
       if ( intf_frame_switch )                          
          frame_switch_pending <= 1'b1;
       else if( ( h_end & v_end & frame_switch_pending) |
                ( ~intf_mode_enabled & frame_switch_pending) ) begin
          frame_switch_pending <= 1'b0;                 
          intf_frame_sel <= ~intf_frame_sel;            
       end
    end
 end
assign intf_pix_rd_vld        = h_data & ~filler & ~test_mode;
assign intf_pix_rd_addr[15:0] = mapped_frame_ptr[15:0];
always @(posedge vga_clk, negedge resetn) begin : flop_pix_rd_compensate
    integer i;
    if ( ~resetn ) begin
       h_sync_dly[5:1] <= 5'b0;
       v_sync_dly[5:1] <= 5'b0;
    end
    else begin
       h_sync_dly[5:1] <= { h_sync_dly[4:1], h_sync} ;  
       v_sync_dly[5:1] <= { v_sync_dly[4:1], v_sync} ;  
    end
end
assign VGA_hsync = ~h_sync_dly[5];
assign VGA_vsync = ~v_sync_dly[5]; 
assign VGA_red  [3:0] = filler    ? 4'h0                   :   
                        test_mode ? test_mode_rdata  [5:2] :   
                                    intf_pix_rd_rdata[5:2];    
assign VGA_green[3:0] = filler    ? 4'h0                   :   
                        test_mode ? test_mode_gdata  [5:2] :   
                                    intf_pix_rd_gdata[5:2];    
assign VGA_blue [3:0] = filler    ? 4'h0                   :   
                        test_mode ? test_mode_bdata  [5:2] :   
                                    intf_pix_rd_bdata[5:2];    
endmodule
```
`run.sh`:
```
#!/bin/bash
# OpenROAD 26Q1-2900-gdf79404cd8, Yosys 0.63+post, stock flow scripts
make -C /OpenROAD-flow-scripts/flow DESIGN_CONFIG=/design/flow/config.mk WORK_HOME=/design/flow/orfs finish
```
==> flow_summary_export.csv <==
group,metric,value,unit
setup_path,path_delay_family,"buffers and inverters",
synth,yosys_area,4229,µm²
setup_path,worstSetupStartpoint,"intf_mode_test",
clock_tree,cts_resized,0,
min_path,hp-class,"register to register",
synth,synth-main-ff-cell,"dfrtp_1",
min_path,min_path_cells,0,
global_route,gr-total-overflow,0,
synth,synthesis.area,4229,µm²
routing,drt_iter0_drc,344,
timing,fmax,217.6,MHz
synth,edf_count,0,
clock_tree,ctsRootBufferMaster,"clkbuf_16",
global_route,grt_pass1_wl,15.60,mm
min_path,hp-start,"v_sync_dly[3]$_DFF_PN0_",
synth,syn_inst,468,
flow_run,cap_violations,0,
synth,syn-mean-instance-area,9.036,µm²
setup_path,max_stage_delay,0.71,ns
synth,ys_ff,69,
setup_path,path_cells,"clkdlybuf4s50_1, nand2b_1, a221oi_1, o21ai_1, a21oi_1, clkdlybuf4s50_1",
routing,wl,9.145,mm
setup_path,reg2reg_depth,5,
setup_path,critical_path_arrival,3.30,ns
floorplanning,rows,43,
clock_tree,cts_hold_buf,0,
synth,area_leaders,"dfrtp_1, nor2_1, xor2_1",
routing,via_count,3491,
synth,synth.distinct_cells,62,
timing,fin_setup_tns,0,ns
status,status,"completed",
clock_tree,cts_inserted_buffers,9,
power_and_ir_drop,vdd_drop_max,0.1194,mV
timing,drv_slew,0,
setup_path,path_common_cell,"clkdlybuf4s50_1",
power_and_ir_drop,power_leakage,2.084,nW
setup_path,critPathSlowestCell,"clkdlybuf4s50_1",
clock_tree,path_clk_slew,0.06,ns
timing,post-route-period-util,0.7070,
timing,tightest_slew,0.7044,ns
cells_and_area,syn2layout_area_growth,20.12,%
global_route,grt_antenna_before_repair,0,
synth,synth_warnings,1,
floorplanning,initial_utilization,0.3059,
setup_path,crit_cells,6,
clock_tree,cts.sinks,69,
synth,synth-async-reset-ratio,1.000,
synth,synth-seq-area-share,0.4083,
setup_path,path_max_fanout,15,
timing,hold_viol,0,
timing,holdWs,0.3465,ns
floorplanning,die_w,120.7,µm
timing,rsz0062_at_grt,"false",
setup_path,path_class,"primary input to output pin",
floorplanning,chip_area,14580,µm²
timing,setup_violations,0,
synth,yosysTopAreaCell,"dfrtp_1",
global_route,grt_pass1_vias,3262,
routing,firstDrtPassIters,4,
global_route,grt_max_degree,46,
setup_path,critical_path.endpoint_type,"output pin",
floorplanning,io_pins,57,
setup_path,required,5.20,ns
power_and_ir_drop,power_density,217.5,nW/µm²
clock_tree,cts_tree,"yes",
timing,slew_headroom,0.5304,
placed_design,io_buffers,49,
floorplanning,coreArea,13830,µm²
timing,clock_skew,0.005438,ns
timing,fin_crit,4.596,ns
routing,vias_per_cell,5.172,
placed_design,hpwl,6.229,mm
clock_tree,worstSkewPairLatency,0.33,ns
setup_path,crit_path_start_kind,"primary input",
routing,ant_nets,0,
cells_and_area,drive_gt1_frac,0.06263,
floorplanning,die_h,120.7,µm
global_route,grt_util_all_layers,0.1326,
routing,avgRoutedWirePerCell,13.55,µm
setup_path,r2r-start,"frame_x_ptr[7]$_DFFE_PN0P_",
clock_tree,ctsLongestPathBuffers,2,
flow_run,warning_count,40,
placed_design,place_congestion,0.8920,
setup_path,path_buffers,2,
synth,yosys-stat-cells,468,
clock_tree,htreeDepth,3,
clock_tree,cts_setup_buffers,0,
routing,diodes,0,
synth,top_cell_area_share,0.4083,
routing,drc,0,
cell usage after synthesis, types with 2 or more instances:
cell type and instances:
dfrtp_1 69, or2_1 3, nor3b_1 3, nand2_1 29, o2111a_1 2, a32oi_1 2, nand3_1 17, xor2_1 18
or2_2 2, o32ai_1 2, nor2b_1 5, o21ai_0 14, inv_1 17, clkbuf_1 17, buf_2 7, or3_1 8
and2_1 7, o211ai_1 5, a21oi_1 24, and4_1 3, o211a_1 2, xnor2_1 15, buf_4 16, a211oi_1 6
o21ai_1 5, nand2b_1 10, nor4_1 4, a41oi_1 4, nor2_1 54, or3b_1 3, a21o_1 4, and3_1 8
o31ai_1 4, mux2i_1 3, nor3_1 12, nand3b_1 3, ha_1 10, o21a_1 5, a22o_1 6, or4_1 7
nand4_1 12
cells in the final DEF, fill, tap and decap left out, types with 8 or more instances in the layout:
cell type         n
nand3_1          17
or3_1             8
and3_1            8
dfrtp_1          69
nand2_1          29
o21ai_0          14
nand4_1          12
a21oi_1          24
clkbuf_16         9
ha_1             10
nor3_1           12
clkdlybuf4s50_1  48
xnor2_1          15
nand2b_1         10
xor2_1           18
inv_1            17
nor2_1           54
flip-flops by register name (all words and copies together), names as in the netlist:
name / flops
v_count: 10
h_count: 10
h_sync_dly: 5
frame_x_ptr: 10
intf_frame_sel: 1
frame_switch_pending: 1
v_sync_dly: 5
frame_y_ptr: 10
mapped_frame_ptr: 17
report_power, final:
part	switching (mW)	total, mW	internal, mW
logic	0.0417	0.0873	0.0456
clock network	0.192	0.569	0.376
registers	0.0104	0.449	0.438
worst paths after layout:
check	to	slack, ns
max in group asynchronous	v_count[0]$_DFFE_PN0P_	4.53
min	v_sync_dly[4]$_DFF_PN0_	0.35
max	VGA_green[1]	1.90
max reg2reg	mapped_frame_ptr[11]$_DFFE_PN0P_	4.09
min in group asynchronous	mapped_frame_ptr[12]$_DFFE_PN0P_	0.97
min reg2reg	v_sync_dly[4]$_DFF_PN0_	0.35
cell type report:
cell class / count / area (µm²)
inverter: 17 / 63.81
fill: 1335 / 8747
sequential: 69 / 1727
tap: 180 / 225.2
clock inverter: 7 / 122.6
clock buffer: 9 / 225.2
multi-input combinational: 341 / 2208
timing repair buffer: 52 / 508.0
layer usage:
metal	vias up	share of wire	global-route usage
met5	-	0	0
met4	0	0.019	0.02392
met3	17	0.048	0.02746
met2	87	0.47	0.2076
met1	1691	0.46	0.1949
li1	1696	-	-
kinds of logic (layout without fill, tap and decap cells):
logic type               count (synthesis)  after routing  synth area share
adder cells (fa/ha/maj)                 10             10           0.02959
XOR/XNOR                                33             33           0.06834
multiplexers                             3              3          0.007101
AND-OR/OR-AND                           97             97            0.1660
AND/OR/NAND/NOR                        198            198            0.2512
buffers and inverters                   58             85           0.06953
flip-flops                              69             69            0.4083
stage by stage:
step                      worst slack [ns]    util  area [µm²]  power, mW  cells
after floorplan                      3.171       -        4229     0.4986    468
after global placement               1.905  0.3422        4732     0.5448    659
after detailed placement             1.891  0.3422        4732     0.5456    659
after CTS                            1.884  0.3674        5080      1.119    675
after global routing                 1.650  0.3674        5080      1.146    675
final                                1.904  0.3674        5080      1.105    675
Power and IR drop assume default switching activity.
